--- /design/flow/config.mk ---
export PLATFORM = sky130hd
export DESIGN_NAME = OCS_8x8
export DESIGN_NICKNAME = OCS_8x8
export VERILOG_FILES = /design/flow/design.v
export SDC_FILE = /design/flow/constraint.sdc
export NUM_CORES = 4
export LEC_CHECK = 1
export CORE_AREA = 10 10 108 108
export DIE_AREA = 0 0 118 118
--- /design/flow/constraint.sdc ---
current_design OCS_8x8

set clk_period 4.1
set clk_io_pct 0.2

create_clock -name clk0 -period $clk_period

set non_clock_inputs [all_inputs -no_clocks]
set_input_delay [expr $clk_period * $clk_io_pct] -clock clk0 $non_clock_inputs
set_output_delay [expr $clk_period * $clk_io_pct] -clock clk0 [all_outputs]
--- /design/flow/design.v ---
`timescale 1ns / 1ps
module OCS_2x2#(
    parameter       P_BAR       =   1'b0,
    parameter       P_CROSS     =   1'b1   
)(
    input  [0 :0]   i_grant ,
    input  [5 :0]   i_data  ,
    output [5 :0]   o_data  
);
assign o_data[2:0] = i_grant == P_BAR ? i_data[2:0] : i_data[5:3];
assign o_data[5:3] = i_grant == P_BAR ? i_data[5:3] : i_data[2:0];
endmodule
`timescale 1ns / 1ps
module OCS_4x4#(
    parameter       P_BAR       =   1'b0,
    parameter       P_CROSS     =   1'b1   
)(
    input  [5 :0]   i_grant ,
    input  [11:0]   i_data  ,
    output [11:0]   o_data  
);
wire [5 :0] w_odata_0;
wire [5 :0] w_odata_1;
wire [5 :0] w_odata_2;
wire [5 :0] w_odata_3;
wire [5 :0] w_odata_4;
wire [5 :0] w_odata_5;
assign o_data[2 :0] = w_odata_0[2 :0];
assign o_data[5 :3] = w_odata_2[2 :0];
assign o_data[8 :6] = w_odata_5[2 :0];
assign o_data[11:9] = w_odata_5[5 :3];
OCS_2x2#(
    .P_BAR          (P_BAR      ),
    .P_CROSS        (P_CROSS    )
)OCS_2x2_u0(
    .i_grant        (i_grant[0] ),
    .i_data         ({w_odata_1[2:0],i_data[2:0]}),
    .o_data         (w_odata_0  ) 
);
OCS_2x2#(
    .P_BAR          (P_BAR      ),
    .P_CROSS        (P_CROSS    )
)OCS_2x2_u1(
    .i_grant        (i_grant[1] ),
    .i_data         ({w_odata_3[2:0],i_data[5:3]}),
    .o_data         (w_odata_1  ) 
);
OCS_2x2#(
    .P_BAR          (P_BAR      ),
    .P_CROSS        (P_CROSS    )
)OCS_2x2_u2(
    .i_grant        (i_grant[2] ),
    .i_data         ({w_odata_4[2:0],w_odata_0[5:3]}),
    .o_data         (w_odata_2  ) 
);
OCS_2x2#(
    .P_BAR          (P_BAR      ),
    .P_CROSS        (P_CROSS    )
)OCS_2x2_u3(
    .i_grant        (i_grant[3] ),
    .i_data         ({i_data[11:9],i_data[8:6]}),
    .o_data         (w_odata_3  ) 
);
OCS_2x2#(
    .P_BAR          (P_BAR      ),
    .P_CROSS        (P_CROSS    )
)OCS_2x2_u4(
    .i_grant        (i_grant[4] ),
    .i_data         ({w_odata_3[5:3],w_odata_1[5:3]}),
    .o_data         (w_odata_4  ) 
);
OCS_2x2#(
    .P_BAR          (P_BAR      ),
    .P_CROSS        (P_CROSS    )
)OCS_2x2_u5(
    .i_grant        (i_grant[5] ),
    .i_data         ({w_odata_4[5:3],w_odata_2[5:3]}),
    .o_data         (w_odata_5  ) 
);
endmodule
`timescale 1ns / 1ps
module OCS_8x8#(
    parameter       P_BAR       =   1'b0,
    parameter       P_CROSS     =   1'b1   
)(
    input  [19:0]   i_grant ,
    input  [23:0]   i_data  ,
    output [23:0]   o_data  
);
wire [11:0] w_odata_4x4_0   ;
wire [11:0] w_odata_4x4_1   ;
wire [5 :0] w_odata_2x2_0   ;
wire [5 :0] w_odata_2x2_1   ;
wire [5 :0] w_odata_2x2_2   ;
wire [5 :0] w_odata_2x2_3   ;
OCS_2x2#(
    .P_BAR          (P_BAR                      ),
    .P_CROSS        (P_CROSS                    )
)OCS_2x2_in_u0(
    .i_grant        (i_grant[12]                ),
    .i_data         ({i_data[5:3],i_data[2:0]}  ),
    .o_data         (w_odata_2x2_0              ) 
);
OCS_2x2#(
    .P_BAR          (P_BAR                      ),
    .P_CROSS        (P_CROSS                    )
)OCS_2x2_in_u1(
    .i_grant        (i_grant[13]                ),
    .i_data         ({i_data[11:9],i_data[8:6]} ),
    .o_data         (w_odata_2x2_1              ) 
);
OCS_2x2#(
    .P_BAR          (P_BAR                      ),
    .P_CROSS        (P_CROSS                    )
)OCS_2x2_in_u2(
    .i_grant        (i_grant[14]                ),
    .i_data         ({i_data[17:15],i_data[14:12]}),
    .o_data         (w_odata_2x2_2              ) 
);
OCS_2x2#(
    .P_BAR          (P_BAR                      ),
    .P_CROSS        (P_CROSS                    )
)OCS_2x2_in_u3(
    .i_grant        (i_grant[15]                ),
    .i_data         ({i_data[23:21],i_data[20:18]}),
    .o_data         (w_odata_2x2_3              ) 
);
OCS_4x4#(
    .P_BAR              (1'b0           ),
    .P_CROSS            (1'b1           ) 
)OCS_4x4_u0(
    .i_grant            (i_grant[5:0]   ),
    .i_data             ({w_odata_2x2_3[2:0],w_odata_2x2_2[2:0],w_odata_2x2_1[2:0],w_odata_2x2_0[2:0]}),
    .o_data             (w_odata_4x4_0  )
);
OCS_4x4#(
    .P_BAR              (1'b0           ),
    .P_CROSS            (1'b1           ) 
)OCS_4x4_u1(
    .i_grant            (i_grant[11:6]  ),
    .i_data             ({w_odata_2x2_3[5:3],w_odata_2x2_2[5:3],w_odata_2x2_1[5:3],w_odata_2x2_0[5:3]}),
    .o_data             (w_odata_4x4_1  )
);
OCS_2x2#(
    .P_BAR          (P_BAR                      ),
    .P_CROSS        (P_CROSS                    )
)OCS_2x2_out_u0(
    .i_grant        (i_grant[16]                ),
    .i_data         ({w_odata_4x4_1[2:0],w_odata_4x4_0[2:0]}),
    .o_data         (o_data[5:0]                ) 
);
OCS_2x2#(
    .P_BAR          (P_BAR                      ),
    .P_CROSS        (P_CROSS                    )
)OCS_2x2_out_u1(
    .i_grant        (i_grant[17]                ),
    .i_data         ({w_odata_4x4_1[5:3],w_odata_4x4_0[5:3]}),
    .o_data         (o_data[11:6]               ) 
);
OCS_2x2#(
    .P_BAR          (P_BAR                      ),
    .P_CROSS        (P_CROSS                    )
)OCS_2x2_out_u2(
    .i_grant        (i_grant[18]                ),
    .i_data         ({w_odata_4x4_1[8:6],w_odata_4x4_0[8:6]}),
    .o_data         (o_data[17:12]              ) 
);
OCS_2x2#(
    .P_BAR          (P_BAR                      ),
    .P_CROSS        (P_CROSS                    )
)OCS_2x2_out_u3(
    .i_grant        (i_grant[19]                ),
    .i_data         ({w_odata_4x4_1[11:9],w_odata_4x4_0[11:9]}),
    .o_data         (o_data[23:18]              ) 
);
endmodule
--- /design/flow/run.sh ---
#!/bin/bash
# OpenROAD 26Q1-2900-gdf79404cd8, Yosys 0.63+post, stock flow scripts
make -C /OpenROAD-flow-scripts/flow DESIGN_CONFIG=/design/flow/config.mk WORK_HOME=/design/flow/orfs finish
==> impl_metrics.csv <==
group,metric,value,unit
worst_setup_path,crit_path_drt,3.28,ns
drt,antenna_violating_nets_left,0,
global_routing,antenna_found_initial,0,
place,placed_cells,430,
floorplan,num_rows,35,
job,maxcap_violations,0,
timing,setup_tns,0,ns
drt,n_antenna_cell,0,
worst_setup_path,worstPathCellList,"clkdlybuf4s50_1 > buf_4 > mux2i_1 > buf_4 > a21boi_1 > nor4_2 > a211oi_1 > o32ai_2 > clkdlybuf4s50_1",
power,comb_power_share,100.0,%
floorplan,chipArea,13900,um^2
global_routing,track_usage,9.29,%
worst_setup_path,cp_slowest_cell,"sky130_fd_sc_hd__clkdlybuf4s50_1",
synthesis,area_leaders,"sky130_fd_sc_hd__mux2i_1, sky130_fd_sc_hd__mux2_2, sky130_fd_sc_hd__a21oi_1",
worst_setup_path,critPathLaunchType,"primary input",
global_routing,grt_pass1_wl,10.9,mm
floorplan,fp.dieW,118,um
drt,remaining_drc_errors,0,
drt,viasPerCell,4.92,
worst_setup_path,crit_buf_inv,4,
power,power.clock.fraction,0,%
place,place.port_buffers,68,
cells_and_area,layout-drive-gt1-share,19.9,%
worst_setup_path,crit_path_end_kind,"primary output",
floorplan,num_io_pins,68,
worst_setup_path,critical_path.max_fanout,6,
synthesis,synth.largest_area_cell,"sky130_fd_sc_hd__mux2i_1",
power,net-switching-power,158,uW
cells_and_area,area_growth_syn_to_layout,62.3,%
worst_setup_path,timing_worst_setup_path_type,"in2out",
synthesis,synth_cell_types,33,
timing,maxSlewHeadroom,60.5,%
timing,tightest_slew,0.576,ns
global_routing,first_global_vias,1993,
clock_tree,postCtsSetupBuffers,0,
worst_hold_path,min-delay-path-class,"in2out",
floorplan,core_area,9280,um^2
timing,layout_worst_path_cycle_share,97.1,%
timing,holdWs,2.64,ns
global_routing,grt_overflow,0,
power,cell_internal_pwr,205,uW
timing,finalCriticalPeriod,3.98,ns
timing,grt_setup_unrepaired,"yes",
power,share_seq_of_total_power,0,%
drt,firstDrtPassIters,4,
synthesis,yosys.area.top_type_share,21.9,%
power,power_per_cell_area,136,nW/um^2
worst_setup_path,max_stage_delay,0.48,ns
drt,dr.first_iter.drc_count,151,
cells_and_area,design.seq.count,0,
floorplan,die_y,118,um
place,gp_routability_congestion,0.834,
synthesis,yosys_warnings,0,
floorplan,floorplan.initialDensity,17.7,%
cells_and_area,instances_no_fill,430,
synthesis,synth-cells-yosys,230,
timing,report.final.hold_viol_count,0,
cells_and_area,layout.area.seq,0,um^2
worst_setup_path,startpoint,"i_grant[15]",
drt,routed_wire_length_per_instance,16.2,um
place,place.detailed.hpwl,6.13,mm
clock_tree,post_cts_hold_buffer_count,0,
synthesis,synthesis.instances,230,
job,openroad_warning_count,33,
drt,vias,2116,
worst_setup_path,timing.critical_path.max_delay_family,"buffers and inverters",
synthesis,syn-mean-instance-area,7.14,um^2
timing,drv_slew,0,
worst_setup_path,cp_data_arrival_time,3.16,ns
cells_and_area,fillerInstances,1018,
status,outcome,"complete, no violations",
synthesis,syn_area,1640,um^2
power,power_leakage,0.00105,uW
power,vdd_drop_max,0.0684,mV
timing,fmax,251,MHz
synthesis,yosys-stat-area,1640,um^2
cells_and_area,layout_clock_buffers,0,
drt,routed_wirelength,6.97,mm
power,switching_share,43.6,%
worst_hold_path,hold_path.startpoint,"i_grant[19]",
timing,finalSetupViolations,0,
global_routing,grt_start_max_net_pins,13,
synthesis,postSynthSeqShare,0,%
[synthesized netlist by cell type, types with 6 or more instances]
master,count
sky130_fd_sc_hd__o21ai_0,18
sky130_fd_sc_hd__nand3_1,10
sky130_fd_sc_hd__nand2b_1,8
sky130_fd_sc_hd__mux2_2,12
sky130_fd_sc_hd__a21boi_1,11
sky130_fd_sc_hd__a21oi_1,18
sky130_fd_sc_hd__a31oi_1,14
sky130_fd_sc_hd__inv_1,6
sky130_fd_sc_hd__clkbuf_1,7
sky130_fd_sc_hd__and2_1,8
sky130_fd_sc_hd__a22oi_1,12
sky130_fd_sc_hd__mux2i_1,36
sky130_fd_sc_hd__buf_2,8
sky130_fd_sc_hd__nor4_1,10
[metrics by stage]
| stage | worst slack [ns] | utilization, % | cell area (um^2) | power, uW |
|---|---|---|---|---|
| final | 0.119 | 28.7 | 2670 | 362 |
| after global routing | -0.0136 | 28.7 | 2670 | 395 |
| after CTS | 0.0000377 | 27.7 | 2570 | 349 |
| after global placement | -0.0244 | 27.6 | 2560 | 345 |
| after detailed placement | -0.0466 | 27.6 | 2560 | 346 |
| after floorplan | 1.18 | - | 1640 | 168 |
[power groups by stage]
stage     logic [uW]  registers, uW  clock network (uW)
4_1_cts          349              0                   0
5_1_grt          395              0                   0
6_report         362              0                   0
[routing by layer]
layer / part of all wire, % / wire length, um / track usage [%] / up-vias
li1: - / - / - / 1049
met4: 0 / 0 / 0 / 0
met2: 36 / 2490 / 12.2 / 112
met3: 13 / 890 / 3.69 / 0
met1: 51 / 3590 / 14.4 / 955
met5: 0 / 0 / 0 / -
[timing repair]
| item | 4_1_cts | 5_1_grt |
|---|---|---|
| resized | 3 | 21 |
| pin swaps | 0 | 2 |
| setup endpoints to repair | 8 | 14 |
[cell families (layout without fill, tap and decap cells)]
| kind of cell | after synthesis | count (layout) | synth area share [%] |
|---|---|---|---|
| AOI/OAI and AO/OA | 92 | 92 | 37.5 |
| muxes | 48 | 48 | 30.2 |
| buffers and inverters | 26 | 97 | 7.24 |
| and+or+nand+nor | 64 | 64 | 25.1 |
[path summary, 6_finish.rpt]
| path | endpoint | depth (start not counted) | slack (ns) |
|---|---|---|---|
| max | o_data[22] | 9 | 0.12 |
| min | o_data[19] | 4 | 2.64 |
[cell usage in the layout, fill, tap and decap left out, types with 2 or more instances in the layout]
cell type	instances
sky130_fd_sc_hd__a211oi_1	2
sky130_fd_sc_hd__a211oi_2	2
sky130_fd_sc_hd__a21boi_1	11
sky130_fd_sc_hd__a21oi_1	17
sky130_fd_sc_hd__a22oi_1	11
sky130_fd_sc_hd__a2bb2oi_1	2
sky130_fd_sc_hd__a2bb2oi_2	2
sky130_fd_sc_hd__a31o_1	3
sky130_fd_sc_hd__a31oi_1	14
sky130_fd_sc_hd__and2_1	8
sky130_fd_sc_hd__and2_4	4
sky130_fd_sc_hd__and3b_1	4
sky130_fd_sc_hd__buf_4	23
sky130_fd_sc_hd__clkdlybuf4s50_1	62
sky130_fd_sc_hd__dlymetal6s2s_1	5
sky130_fd_sc_hd__inv_1	6
sky130_fd_sc_hd__mux2_2	12
sky130_fd_sc_hd__mux2i_1	34
sky130_fd_sc_hd__mux2i_2	2
sky130_fd_sc_hd__nand2_1	2
sky130_fd_sc_hd__nand2b_1	8
sky130_fd_sc_hd__nand3_1	10
sky130_fd_sc_hd__nor2_1	4
sky130_fd_sc_hd__nor2b_1	4
sky130_fd_sc_hd__nor3b_1	2
sky130_fd_sc_hd__nor3b_2	2
sky130_fd_sc_hd__nor4_1	6
sky130_fd_sc_hd__nor4_2	3
sky130_fd_sc_hd__o21ai_0	18
sky130_fd_sc_hd__o32ai_1	3
sky130_fd_sc_hd__o32ai_2	3
sky130_fd_sc_hd__or3_1	2
sky130_fd_sc_hd__or3b_1	2
sky130_fd_sc_hd__or4_4	2
[area by class of cell]
class,count,area [um^2],area share (%)
timing repair buffer,91,865,32.4
tap,129,161,6.05
inverter,6,22.5,0.845
multi-input combinational,204,1620,60.7
[worst min-delay path: cells and delay by family]
family                 cells  cell delay (ns)
AND-OR/OR-AND              1             0.06
buffers and inverters      2             0.77
AND/OR/NAND/NOR            1             0.16
Power is estimated from default activity; no workload was simulated.
