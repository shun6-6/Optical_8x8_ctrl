$ cat design/flow/design.v
`timescale 1ns / 1ps
module Optical_4x4_module#(
    parameter       P_BAR   =   1'b0,
    parameter       P_CROSS =   1'b1   
)(
    input           i_clk           ,
    input           i_rst           ,
    input  [7 :0]   i_op_config     ,
    input           i_config_valid  ,
    output [3 :0]   o_switch_grant  ,
    output          o_grant_valid   
);
reg         ro_grant_valid  ;
reg  [3 :0] ro_switch_grant ;
assign o_switch_grant = ro_switch_grant ;
assign o_grant_valid  = ro_grant_valid  ;
always @(posedge i_clk or posedge i_rst)begin
    if(i_rst)
        ro_switch_grant <= 'd0;
    else if(i_config_valid)
        case (i_op_config)
            {2'd1,2'd0,2'd2,2'd3}   :   ro_switch_grant <= {P_BAR,P_BAR,P_BAR,P_CROSS};
            {2'd1,2'd0,2'd3,2'd2}   :   ro_switch_grant <= {P_BAR,P_BAR,P_BAR,P_BAR};
            {2'd1,2'd2,2'd0,2'd3}   :   ro_switch_grant <= {P_CROSS,P_BAR,P_BAR,P_CROSS};
            {2'd1,2'd2,2'd3,2'd0}   :   ro_switch_grant <= {P_CROSS,P_BAR,P_CROSS,P_CROSS};
            {2'd1,2'd3,2'd0,2'd2}   :   ro_switch_grant <= {P_CROSS,P_BAR,P_BAR,P_BAR};
            {2'd1,2'd3,2'd2,2'd0}   :   ro_switch_grant <= {P_CROSS,P_BAR,P_CROSS,P_BAR};
            {2'd2,2'd0,2'd1,2'd3}   :   ro_switch_grant <= {P_BAR,P_CROSS,P_CROSS,P_BAR};
            {2'd2,2'd0,2'd3,2'd1}   :   ro_switch_grant <= {P_BAR,P_CROSS,P_BAR,P_BAR};
            {2'd2,2'd3,2'd0,2'd1}   :   ro_switch_grant <= {P_CROSS,P_CROSS,P_BAR,P_BAR};
            {2'd2,2'd3,2'd1,2'd0}   :   ro_switch_grant <= {P_CROSS,P_CROSS,P_CROSS,P_BAR};
            {2'd3,2'd0,2'd1,2'd2}   :   ro_switch_grant <= {P_BAR,P_CROSS,P_CROSS,P_CROSS};
            {2'd3,2'd0,2'd2,2'd1}   :   ro_switch_grant <= {P_BAR,P_CROSS,P_BAR,P_CROSS};
            {2'd3,2'd2,2'd0,2'd1}   :   ro_switch_grant <= {P_CROSS,P_CROSS,P_BAR,P_CROSS};
            {2'd3,2'd2,2'd1,2'd0}   :   ro_switch_grant <= {P_CROSS,P_CROSS,P_CROSS,P_CROSS};
        endcase
    else
        ro_switch_grant <= ro_switch_grant;
end
always @(posedge i_clk or posedge i_rst)begin
    if(i_rst)
        ro_grant_valid <= 'd0;
    else if(i_config_valid)
        ro_grant_valid <= 'd1;
    else
        ro_grant_valid <= 'd0;
end
endmodule
$ cat design/flow/run.sh
#!/bin/bash
# OpenROAD 26Q1-2900-gdf79404cd8, Yosys 0.63+post, stock flow scripts
make -C /OpenROAD-flow-scripts/flow DESIGN_CONFIG=/design/flow/config.mk WORK_HOME=/design/flow/orfs finish
$ cat design/flow/config.mk
export PLATFORM = sky130hd
export DESIGN_NAME = Optical_4x4_module
export DESIGN_NICKNAME = Optical_4x4_module
export VERILOG_FILES = /design/flow/design.v
export SDC_FILE = /design/flow/constraint.sdc
export NUM_CORES = 4
export LEC_CHECK = 1
export CORE_AREA = 10 10 70 70
export DIE_AREA = 0 0 80 80
$ cat design/flow/constraint.sdc
current_design Optical_4x4_module

set clk_period 1.5
set clk_io_pct 0.2

create_clock -name clk0 -period $clk_period [get_ports {i_clk}]

set non_clock_inputs [all_inputs -no_clocks]
set_input_delay [expr $clk_period * $clk_io_pct] -clock clk0 $non_clock_inputs
set_output_delay [expr $clk_period * $clk_io_pct] -clock clk0 [all_outputs]
==> job_summary.md <==
## Implementation flow summary

| Metric | Value |
|---|---|
| Critical Path AT | `1.59 ns` |
| Initial antenna violation count | `0` |
| Largest type area fraction | `18.1%` |
| Post-Synthesis Cell Area | `692 µm²` |
| Antenna viol nets, final | `0` |
| Input/output buffers | `15` |
| FF-to-FF path depth | `1` |
| Gate Area | `562 µm²` |
| Layout cells sized above 1 | `51.9%` |
| Minimum clock period | `1.46 ns` |
| Reg clk slew, reported paths | `0.04 ns` |
| Routed length per placed instance | `11.4 µm` |
| RSZ-0062 raised after global routing | `true` |
| Max incr delay on CP | `0.46 ns` |
| DRC Markers | `0` |
| Critical path type | `in -> reg` |
| CTS H-tree lvls | `1` |
| Syn Inst Count | `71` |
| Max stage delay cell, worst path | `a2111o_1` |
| CTS Hold Bufs | `0` |
| Hold Path Class | `in -> async` |
| Leak | `0.453 nW` |
| R2r setup slk | `0.75 ns` |
| Synth Warn # | `1` |
| Die y size | `80 µm` |
| Worst EP required | `1.62 ns` |
| Most common cell in the synthesized netlist | `dfrtp_1` |
| Post-synth EDFFs | `0` |
| Sink Count | `5` |
| Ys flop type | `dfrtp_1` |
| Slew margin rel. | `77.3%` |
| Setup violations, final | `0` |
| Async S/R FF share, synth | `100%` |
| Clock buffer depth | `2` |
| Outcome | `completed` |
| Peak VDD IR | `141 µV` |
| Flops & latches, synth | `5` |
| Syn avg cell area | `9.75 µm²` |
| Startpoint types | `input pin` |
| Iteration-0 DRC Markers | `15` |
| TritonRoute pass-1 iters | `4` |
| CTS root buf | `clkbuf_4` |
| Pre-Place Util | `20.3%` |
| CORE AREA | `3420 µm²` |
| Critical path fanouts, max | `7` |
| Fill cells | `359` |
| Clock Skews | `0 ns` |
| Final Power | `0.525 mW` |
| Sequential cell area fraction in the yosys report | `18.1%` |
| Global placement routability congestion | `0.894` |
| DR vias | `666` |
| # IOs | `16` |
| Crit path cell chain | `buf_4 -> nand2b_4 -> a2111o_1 -> o211ai_2 -> o31ai_4 -> mux2_4` |
| GRT Residual Overflow | `0` |
| Worst r2r dst | `ro_switch_grant[1]` |
| Max frequency | `683 MHz` |
| First-pass GRT wire length | `2820 µm` |
| # Max-Cap Violations | `0` |
| Slew @ Worst Pin | `0.336 ns` |
| Hold Vio Cnt, Final | `0` |
| Chip area | `6400 µm²` |
| Setup crit start | `i_op_config[0]` |
| # diodes | `0` |
| Largest net degree at the start of global routing | `12` |
| CTS Buf Count | `3` |
| Cell area leaders | `dfrtp_1 (18%), buf_6 (6.5%), xnor2_1 (5.1%), mux2_4 (4.3%), nand2b_1 (3.6%)` |
| CTS tree | `done` |
| Non-filler cells, final | `154` |
| Slew Viols, Final | `0` |
| Vias in the first global route | `621` |
| Reg-to-reg critical path startpoint | `ro_switch_grant[1]` |
| Number of cells in Yosys stat | `71` |
| Clk latency late pin | `0.24 ns` |
| Flop area | `125 µm²` |
| Number of logged tool warnings | `27` |
| All-Layer GR Usage | `5.24%` |
| Die width | `80 µm` |
| DRT Wirelength | `1760 µm` |
| Period Utilization, post-route | `97.6%` |
| Synth cell types | `42` |
| Post-Place Cells | `147` |
| Cell area power density | `477 nW/µm²` |
| Yosys chip area | `692 µm²` |
| Leading area contributor after synthesis | `dfrtp_1` |
| Core Rows | `21` |
| HPWL Detailed | `1420 µm` |
| Critical Path Sink Type | `flop` |
| CP endpoint | `ro_switch_grant[1]` |
| Via-per-instance ratio | `4.32` |
| Area Overhead vs Synth | `59.0%` |
==> layout by cell type (no fill, tap or decap), types with 2 or more instances in the layout <==
| cell | netlist | layout |
|---|---|---|
| nand4_1 | 2 | 2 |
| or2b_1 | 2 | 2 |
| xnor2_1 | 4 | 2 |
| xnor2_2 | 0 | 2 |
| buf_6 | 4 | 3 |
| buf_2 | 0 | 3 |
| nor4bb_1 | 2 | 2 |
| clkdlybuf4s50_1 | 0 | 7 |
| clkbuf_4 | 0 | 3 |
| and4bb_4 | 1 | 2 |
| dfrtp_1 | 5 | 5 |
| o21ai_0 | 3 | 3 |
| nand2b_1 | 4 | 2 |
| mux2_4 | 2 | 2 |
| buf_4 | 2 | 26 |
| nor2_1 | 3 | 2 |
| nand2b_4 | 0 | 2 |
| nand3_1 | 4 | 3 |
| inv_1 | 4 | 4 |
==> metal layers <==
| layer | vias up | track usage, % | part of all wire [%] |
|---|---|---|---|
| li1 | 353 | - | - |
| met1 | 296 | 8.09 | 51 |
| met2 | 15 | 7.38 | 42 |
| met3 | 2 | 1.02 | 6.0 |
| met4 | 0 | 0.704 | 0.85 |
| met5 | - | 0 | 0 |
==> worst min-delay path by stage <==
stage | end | cells after the start
6_report | ro_grant_valid | 2
5_1_grt | ro_grant_valid | 2
4_1_cts | ro_switch_grant[1] | 2
==> cell families after synthesis <==
family / synth area share, %
multiplexers: 4.34
AND-OR/OR-AND: 27.7
flip-flops: 18.1
XOR/XNOR: 5.06
AND/OR/NAND/NOR: 34.0
buffers and inverters: 10.8
==> per-stage QoR <==
step           setup WS (ns)  hold slack (ns)  utilization, %  setup TNS, ns  cell area, µm²
2_1_floorplan         -0.108           0.0785               -         -0.215             711
3_3_place_gp          -0.681            0.487            29.4          -2.58            1000
3_5_place_dp          -0.715            0.499            29.4          -2.65            1000
4_1_cts              0.00389            0.253            31.0              0            1060
5_1_grt             -0.00184            0.271            32.2       -0.00184            1100
6_report              0.0353            0.255            32.2              0            1100
==> layout make-up <==
class                   count  share of cell area [%]
clock buffers               4                    2.39
flip-flops and latches      5                    11.4
repair buffers             39                    28.6
inverters                   4                    1.37
multi-input cells          56                    51.1
well taps                  46                    5.23
==> worst max-delay path, delay by kind of cell <==
| kind | cells | cell delay, ns |
|---|---|---|
| AND/OR/NAND/NOR | 1 | 0.14 |
| multiplexers | 1 | 0.31 |
| buffers and inverters | 1 | 0.14 |
| AND-OR/OR-AND | 3 | 0.69 |
==> registers in the layout (all words and copies together) (netlist names) <==
name and count:
ro_grant_valid 1, ro_switch_grant 4
==> repair_timing <==
| action | CTS | global route |
|---|---|---|
| hold endpoints to repair | 0 | 0 |
| endpoints found under the setup margin | 4 | 3 |
| buffers inserted | 2 | 1 |
| resized | 42 | 15 |
| pin swaps | 7 | 9 |
| cloned | 0 | 0 |
==> where the power goes <==
part	switching [mW]	internal, mW	total, mW	leakage [nW]
Combinational	0.0918	0.129	0.220	0.374
Clock	0.0512	0.100	0.151	0.0150
Sequential	0.00565	0.147	0.153	0.0646
Power and IR drop assume default switching activity.
