<file path="/design/flow/constraint.sdc">
current_design RR_arbiter

set clk_period 3.4
set clk_io_pct 0.2

create_clock -name clk0 -period $clk_period [get_ports {i_clk}]

set non_clock_inputs [all_inputs -no_clocks]
set_input_delay [expr $clk_period * $clk_io_pct] -clock clk0 $non_clock_inputs
set_output_delay [expr $clk_period * $clk_io_pct] -clock clk0 [all_outputs]
</file>
<file path="/design/flow/run.sh">
#!/bin/bash
# OpenROAD 26Q1-2900-gdf79404cd8, Yosys 0.63+post, stock flow scripts
make -C /OpenROAD-flow-scripts/flow DESIGN_CONFIG=/design/flow/config.mk WORK_HOME=/design/flow/orfs finish
</file>
<file path="/design/flow/design.v">
`timescale 1ns / 1ps
module RR_arbiter#(
    parameter       P_CHANNEL_NUM   =   8
)(
    input                           i_clk               ,
    input                           i_rst               ,
    input  [P_CHANNEL_NUM - 1 : 0]  i_req               ,
    input                           i_req_valid         ,
    output [P_CHANNEL_NUM - 1 : 0]  o_grant             ,
    output                          o_grant_valid       ,
    input                           reset_priority
);
reg  [P_CHANNEL_NUM - 1 : 0]    ro_grant        ;
reg                             ro_grant_valid  ;
reg  [P_CHANNEL_NUM - 1 : 0]    round_priority  ;
wire [2*P_CHANNEL_NUM - 1 : 0]  req_sub_first_priority  ;
wire [2*P_CHANNEL_NUM - 1 : 0]  w_double_req    ;
wire [2*P_CHANNEL_NUM - 1 : 0]  w_double_grant  ;
assign o_grant  = ro_grant  ;
assign o_grant_valid = ro_grant_valid;
assign req_sub_first_priority = w_double_req - round_priority;
assign w_double_req = {i_req,i_req};
assign w_double_grant = w_double_req & (~req_sub_first_priority);
always @(posedge i_clk or posedge i_rst)begin
    if(i_rst)
        round_priority <= 'd1;
    else if(reset_priority)
        round_priority <= 'd1;
    else if(ro_grant_valid)
        round_priority <= {round_priority[P_CHANNEL_NUM - 2 : 0],round_priority[P_CHANNEL_NUM - 1]};
    else
        round_priority <= round_priority;
end
always @(posedge i_clk or posedge i_rst)begin
    if(i_rst)
        ro_grant <= 'd0;
    else if(i_req_valid)
        ro_grant <= w_double_grant[P_CHANNEL_NUM - 1 : 0] | w_double_grant[2*P_CHANNEL_NUM - 1 : P_CHANNEL_NUM];
    else
        ro_grant <= ro_grant;   
end
always @(posedge i_clk or posedge i_rst)begin
    if(i_rst)
        ro_grant_valid <= 'd0;
    else if(i_req_valid)
        ro_grant_valid <= 1'b1;
    else
        ro_grant_valid <= 'd0;   
end
endmodule
</file>
<file path="/design/flow/config.mk">
export PLATFORM = sky130hd
export DESIGN_NAME = RR_arbiter
export DESIGN_NICKNAME = RR_arbiter
export VERILOG_FILES = /design/flow/design.v
export SDC_FILE = /design/flow/constraint.sdc
export NUM_CORES = 4
export LEC_CHECK = 1
export CORE_AREA = 10 10 111 111
export DIE_AREA = 0 0 121 121
</file>
==> results.tsv <==
metric	value	unit
met1 global-route usage	0.0586	
yosys stat cell total	130	
Most common reg cell	dfrtp_1	
Die ar.	14600	µm²
cts hold-fix bufs	0	
CTS Root Cell	clkbuf_8	
Main area contributors	dfrtp_1 (34%), ha_1 (7.4%), mux2i_1 (5.9%), inv_1 (4.4%), nor2_1 (4.4%)	
CTS Buf Count	3	
gr usage total	0.0445	
area delta synth->final	34.0	%
setup bufs post-CTS	0	
fp_density	0.120	
Final setup viols	0	
CP startpoint	i_req[1]	
I/O Buffers	20	
Synth Instances	130	
Critical Path RT	3.55	ns
clock tree buffer depth	2	
yosys warning tally	1	
post-DP HPWL	2.55	mm
Commonest Layout Cell	clkdlybuf4s50_1	
Insertion Delay late pin	0.26	ns
Detailed Route Iter0 Violations	69	
number of max-cap violations	0	
ANT nets after route	0	
Avg Synthesized Cell Area	9.12	µm²
Netlist cell types	43	
post-synth area from yosys stat	1190	µm²
ant diodes	0	
Reg-to-Reg End	ro_grant[2]$_DFFE_PP0P_	
CTS clk-pin slew, worst paths	0.08	ns
pin count of the biggest net entering global routing	18	
final WL	3.21	mm
LEAKAGE	0.000620	µW
Layout fillers	1087	
Hold Crit Class	flip-flop to flip-flop	
critical path class	input port to flip-flop	
drt wl/cell	11.3	µm
WP data arrival	2.64	ns
asr flop ratio synth	1.00	
TNS Setup	0	ns
Tool Warnings	25	
fin crit share	0.732	
worst rel slew slack	0.542	
Yosys reg bits	17	
die x size	121	µm
CP max FO	5	
IO Pins	21	
flip-flops with a built-in enable	0	
met2 usage	0.0697	
Worst R2R Path Depth	7	
Slew Viols, Final	0	
worst-margin pin slew	0.687	ns
Worst Skew	0.00709	ns
routed vias	1011	
first-pass GRT wire length	5.24	mm
share of layout cells above drive strength 1	0.0993	
status	complete, no violations	
CTS Sinks	17	
power consumption	525	µW
die y size	121	µm
CTS tree	done	
FP Rows	36	
GR peak layer	met2	
Tmin final	2.49	ns
Reg2Reg Setup Slack	1.57	ns
H-tree levels	1	
Hold Violations, Final	0	
R2R Path Start	round_priority[0]$_DFFE_PP1P_	
number of global-route vias before repair	987	
Top-area cell share	0.338	
global routing usage on met3	0.0179	
DR pass1 iterations	4	
RePlAce Congestion	0.876	
Synth area leader	dfrtp_1	
RSZ-0062 raised after global routing	no	
Netlist Area Pre-Place	1190	µm²
PostCTS Resize Cnt	0	
fmax	402	MHz
aggregate global routing overflow	0	
core area	9860	µm²
initial antenna violation count	0	
crit path to	ro_grant[2]$_DFFE_PP0P_	
most frequent cells in the layout	clkdlybuf4s50_1 (20), dfrtp_1 (16), inv_1 (14), nor2_1 (14), nand2_1 (10)	
DR DRC count	0	
DR vias/cell	3.56	
Peak VDD IR	0.136	mV
Synth Seq Share	0.360	
CP endpoint kind	flip-flop	
nature of the critical path startpoint	input port	
PwrDens	331	nW/µm²
## worst max-delay path: stages
cell	delay, ns
clkdlybuf4s50_1	0.60
inv_1	0.11
fa_1	0.45
nand2b_1	0.19
a21oi_2	0.21
o21ai_1	0.15
a21oi_1	0.16
o2bb2ai_1	0.08
## through the flow
step	util	worst slack (ns)	hold slack, ns	instances	cell area (µm²)
after floorplan	-	1.45	0.428	130	1190
after global placement	0.156	0.675	0.478	280	1540
after detailed placement	0.156	0.645	0.483	280	1540
after CTS	0.161	0.912	0.500	284	1590
after global routing	0.161	0.755	0.523	284	1590
final	0.161	0.913	0.491	284	1590
## power breakdown
group / switching [µW] / internal, µW / leakage (µW)
clock: 76.1 / 82.5 / 0.0000217
sequential: 12.3 / 218 / 0.000221
combinational: 65.5 / 71.1 / 0.000378
## kinds of logic after synthesis
kind of cell,synth area share
AND-OR/OR-AND,0.183
XOR/XNOR,0.0295
adder cells (fa/ha/maj),0.0907
buffers and inverters,0.0580
flip-flops,0.360
multiplexers,0.0686
AND/OR/NAND/NOR,0.211
## Yosys cell counts (2+ instances only)
cell type,n
a21oi_2,2
o2bb2ai_1,2
mux2i_1,7
inv_1,14
nand4b_1,2
nand2b_1,3
o211ai_1,3
nor3_1,2
ha_1,7
xnor2_1,3
nor2_1,14
nand4_1,2
o21ai_1,2
dfrtp_1,16
a21oi_1,8
nand2_1,10
o21ai_0,3
nand3_1,5
## cell type report
| class | instances | area [µm²] | share of cell area |
|---|---|---|---|
| Clock buffer | 3 | 41.3 | 0.0260 |
| Clock inverter | 1 | 7.51 | 0.00472 |
| Inverter | 15 | 56.3 | 0.0354 |
| Multi-Input combinational cell | 95 | 691 | 0.435 |
| Sequential cell | 17 | 427 | 0.269 |
| Tap cell | 133 | 166 | 0.105 |
| Timing Repair Buffer | 20 | 200 | 0.126 |
## per-layer routing
layer	share of wire	up-vias
met2	0.46	29
met1	0.45	483
met3	0.082	2
met5	0	-
met4	0.0066	0
li1	-	497
## state kept, by name (all words and copies together) (netlist names)
signal          flops
ro_grant            8
ro_grant_valid      1
round_priority      8
## how the worst min path moves through the flow
stage | depth (start not counted) | end | startpoint
finish | 2 | ro_grant[0]$_DFFE_PP0P_ | ro_grant[0]$_DFFE_PP0P_
global route | 1 | ro_grant[2]$_DFFE_PP0P_ | ro_grant[2]$_DFFE_PP0P_
CTS | 2 | ro_grant[0]$_DFFE_PP0P_ | ro_grant[0]$_DFFE_PP0P_
Power and IR drop assume default switching activity.
